### run.sh
#!/bin/bash
# OpenROAD 26Q1-2900-gdf79404cd8, Yosys 0.63+post, stock flow scripts
make -C /OpenROAD-flow-scripts/flow DESIGN_CONFIG=/design/flow/config.mk WORK_HOME=/design/flow/orfs finish
### config.mk
export PLATFORM = sky130hd
export DESIGN_NAME = pc
export DESIGN_NICKNAME = pc
export VERILOG_FILES = /design/flow/design.v
export SDC_FILE = /design/flow/constraint.sdc
export NUM_CORES = 4
export LEC_CHECK = 1
export CORE_AREA = 10 10 90 90
export DIE_AREA = 0 0 100 100
### constraint.sdc
current_design pc

set clk_period 6.1
set clk_io_pct 0.2

create_clock -name clk0 -period $clk_period [get_ports {i_clk}]

set non_clock_inputs [all_inputs -no_clocks]
set_input_delay [expr $clk_period * $clk_io_pct] -clock clk0 $non_clock_inputs
set_output_delay [expr $clk_period * $clk_io_pct] -clock clk0 [all_outputs]
### design.v
module pc (
    i_clk,
    i_reset,
    i_clock_run,
    o_pc
    );
    parameter W=32;
    input wire i_clk, i_reset, i_clock_run;
    output reg [W-1:0] o_pc = {W{1'b0}};
    always @(posedge i_clk) begin
        if (i_reset) begin
            o_pc <= {W{1'b0}};
        end else begin
            o_pc <= o_pc + 32'd4;
        end
    end
endmodule
==> run_results.csv <==
group,metric,value,unit
setup_path,path_class,"flop to primary output",
place,port_buffers,31,
global_route,grt_start_max_net_pins,32,
routing,via_total_after_detailed_routing,1317,
global_route,grt_pass1_wl,5960,um
die,fp-row-count,29,
routing,drc_violations,0,
cts,tritoncts,"yes",
synth,synth_stat.cells,169,
final_timing,final-setup-viol-count,0,
global_route,grt_antenna_before_repair,0,
synth,top_cells_by_count,"sky130_fd_sc_hd__dfxtp_1, sky130_fd_sc_hd__a21oi_1, sky130_fd_sc_hd__nor2_1",
final_timing,hold-worst-slack,0.478,ns
flow_run,stage_log_warnings,26,
cts,cts.sink_count,30,
cts,worstSkewPairLatency,0.28,ns
worst_hold_path,hold_class,"flop to flop",
power,switching_share,21.2,%
synth,seq_area_frac_synth,41.3,%
finish,largest_register_ff_count,30,
routing,antenna-diode-count,0,
cts,worst_setup_hold_path_clk_slew,0.07,ns
power,power.density_cell_area,196,mW/mm^2
worst_hold_path,holdCritStartpoint,"o_pc[31]$_SDFF_PP0_",
status,run_status,"complete, no violations",
global_route,grt_overflow_total,0,
power,share_seq_of_total_power,53.6,%
power,internal-power,0.000294,W
setup_path,critPathLaunch,"o_pc[6]$_SDFF_PP0_",
cts,postCtsHoldBufs,0,
final_timing,slew_viol_final,0,
synth,yosys.cell_count.top_type,"sky130_fd_sc_hd__dfxtp_1",
synth,synth-warning-count,1,
setup_path,cp.required,4.88,ns
power,clockPowerShare,43.7,%
synth,synth.avg_cell_area,8.60,um^2
routing,postRouteAntennaNets,0,
die,chipArea,0.0100,mm^2
synth,top_area_share,41.3,%
cts,h-tree-depth,2,
setup_path,timing.critical_path.from_type,"flop",
flow_run,max-cap-violations,0,
setup_path,wp_buf_inv,1,
setup_path,worst-endpoint-arrival,1.39,ns
final_timing,final_hold_viol_count,0,
setup_path,timing.critical_path.fanout_max,10,
synth,netlist_top_cells_area,"sky130_fd_sc_hd__dfxtp_1, sky130_fd_sc_hd__and4_1, sky130_fd_sc_hd__xor2_1",
setup_path,cp_slowest_cell,"sky130_fd_sc_hd__dfxtp_1",
power,total_switching_power,0.0000789,W
setup_path,reg2reg_from,"o_pc[2]$_SDFF_PP0_",
die,fp_util,23.2,%
synth,yosys_area,0.00145,mm^2
global_route,grt.total_usage,7.10,%
cts,post-cts-setup-buffer-count,0,
cts,inserted_clock_buffers,5,
finish,logic_area,782,um^2
routing,drt-initial-drc-count,57,
final_timing,setup_repair_after_global_routing_missed_its_margin,"no",
cts,clockBufferDepth,2,
synth,synth_cells,169,
finish,post_route_cells_drive_above_1_share,5.03,%
place,gp_congestion,0.792,
synth,synth.ff_latch_count,30,
routing,vias_per_cell,4.77,
power,pwr-share-comb,2.7,%
power,static-leakage-power,0.614,nW
synth,post_synth_instance_area,0.00145,mm^2
synth,synth-edff-count,0,
power,ir_worst_vdd,0.0874,mV
die,chipHeight,100,um
finish,flop_area,601,um^2
finish,biggestRegsByFlops,"o_pc (30)",
setup_path,cp_slowest_stage_delay,0.56,ns
synth,ys.flop_type,"sky130_fd_sc_hd__dfxtp_1",
finish,fillCellCount,668,
routing,wire_per_inst,12.8,um
finish,final_design_area_excluding_fillers,0.00190,mm^2
final_timing,timing.fmax,383,MHz
die,ios,35,
global_route,first_global_vias,1180,
die,core_region_area,0.00628,mm^2
place,post_dp_cell_area,0.00181,mm^2
final_timing,fin_skew,0.00555,ns
synth,synth_area_leader_cell,"sky130_fd_sc_hd__dfxtp_1",
final_timing,tns,0,ns
final_timing,final.min_clock_period,2.61,ns
setup_path,cpLargestDelayFamily,"flip-flops",
cts,cts_root_buffer,"sky130_fd_sc_hd__clkbuf_8",
synth,asyncSetResetFlopFracSynth,0,%
routing,detailedRoute.firstPassIterationCount,4,
finish,area.growth.synth_to_final,30.6,%
die,die_width,100,um
synth,yosysUniqueCellTypes,30,
finish,top_register,"o_pc",
final_timing,timing.final.crit_share,42.8,%
place,hpwlAfterDp,2530,um
setup_path,critical_path.cell_chain,"clkdlybuf4s50_1",
setup_path,end_kind,"primary output",
cts,ctsResizeCount,0,
finish,utilization,30.3,%
routing,detailed_route_wl,3550,um
==> layout by cell type (no fill, tap or decap), types with 2 or more instances in the layout <==
cell type	instances
sky130_fd_sc_hd__nand3_1	11
sky130_fd_sc_hd__dfxtp_1	30
sky130_fd_sc_hd__or3_1	9
sky130_fd_sc_hd__nand2_1	8
sky130_fd_sc_hd__o21ai_1	3
sky130_fd_sc_hd__or4_1	5
sky130_fd_sc_hd__o31ai_1	5
sky130_fd_sc_hd__and3_1	3
sky130_fd_sc_hd__clkdlybuf4s50_1	31
sky130_fd_sc_hd__nor2_1	14
sky130_fd_sc_hd__inv_1	3
sky130_fd_sc_hd__nor2b_1	2
sky130_fd_sc_hd__nor3_1	3
sky130_fd_sc_hd__xor2_1	9
sky130_fd_sc_hd__xnor2_1	3
sky130_fd_sc_hd__conb_1	2
sky130_fd_sc_hd__a21oi_1	14
sky130_fd_sc_hd__and2_1	3
sky130_fd_sc_hd__clkbuf_8	6
sky130_fd_sc_hd__and4_1	9
sky130_fd_sc_hd__nand4_1	10
sky130_fd_sc_hd__o21ai_0	6
==> routing by layer <==
metal	GRT usage (%)	part of all wire, %	up-vias	routed length [um]
met3	3.68	11	5	406
met5	0	0	-	0
li1	-	-	672	-
met4	0.870	0.96	0	34
met1	10.1	47	604	1680
met2	9.71	40	36	1420
==> cells by family after synthesis <==
group	share of synthesized area [%]
and+or+nand+nor	32.7
AOI/OAI and AO/OA	11.7
DFF	41.3
buffers and inverters	5.16
xor gates and xnor gates	7.23
adders and majority gates	0.860
other	0.258
muxes	0.774
==> power groups by stage <==
stage	clock network (W)	logic [W]	registers, W
4_1_cts	0.000168	0.0000104	0.000200
5_1_grt	0.000178	0.0000114	0.000200
6_report	0.000163	0.00000998	0.000200
==> metrics by stage <==
step	setup WS [ns]	total power, W	std cells
3_3_place_gp	3.62	0.000214	268
3_5_place_dp	3.62	0.000214	268
5_1_grt	3.41	0.000389	276
2_1_floorplan	4.15	0.000209	170
4_1_cts	3.46	0.000378	276
6_report	3.49	0.000373	276
==> final cells by class <==
| cell class | instances | share of cell area, % |
|---|---|---|
| multi-input combinational | 126 | 41.2 |
| sequential | 30 | 31.6 |
| timing repair buffer | 32 | 16.7 |
| tap | 77 | 5.07 |
| clock buffer | 7 | 4.55 |
| inverter | 3 | 0.593 |
| clock inverter | 1 | 0.264 |
==> final timing paths <==
path	to	cells past startpoint	slack (ns)
max	o_pc[6]	1	3.49
max reg2reg	o_pc[26]$_SDFF_PP0_	5	4.22
min	o_pc[31]$_SDFF_PP0_	2	0.48
min reg2reg	o_pc[31]$_SDFF_PP0_	2	0.48
Power is estimated from default activity; no workload was simulated.
